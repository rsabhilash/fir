$ cat ./design.v
module ad (
input  [7:0] in1,
input  [7:0] in2,
output [7:0] out
);
assign out = in1 + in2 ;
endmodule
module de (
input clk ,
input reset ,
input  [7:0] in ,
output reg [7:0] out 
);
always @ (posedge clk) begin : de
	if(reset)begin
		out <= 0 ; 
	end
	else begin
		out <= in ;
	end
end
endmodule
module  mu (
input [7:0] in1 ,
input [7:0] in2 ,
output [7:0] out 
);
assign out = in1 * in2 ;
endmodule 
module top(
input clk ,
input reset ,
input [7:0] in_data ,
output [7:0] out_data
) ;
wire [7:0] c0,c1,c2,c3 ;
wire [7:0] out_mu1,out_mu2,out_mu3,out_mu4 ;
wire [7:0] out_de1,out_de2,out_de3,out_de4 ;
wire [7:0] out_de5,out_de6,out_de7 ;
wire [7:0] in_de5,in_de6,in_de7 ;
wire [7:0] out_ad1,out_ad2,out_ad3,out_ad4 ;
wire [7:0] in1_ad1,in1_ad2,in1_ad3,in1_ad4 ;
wire [7:0] in2_ad1,in2_ad2,in2_ad3,in2_ad4 ;
assign {c0,c1,c2,c3} = {8'd1
					   ,8'd1
					   ,8'd1
					   ,8'd1 } ;
mu mu1 (.in1(in_data),.in2(c0),.out(out_mu1));
mu mu2 (.in1(in_data),.in2(c1),.out(out_mu2));
mu mu3 (.in1(in_data),.in2(c2),.out(out_mu3));
mu mu4 (.in1(in_data),.in2(c3),.out(out_mu4));
de de1 (.in(out_mu1),.clk(clk),.reset(reset),.out(out_de1)) ;
de de2 (.in(out_mu2),.clk(clk),.reset(reset),.out(out_de2)) ;
de de3 (.in(out_mu3),.clk(clk),.reset(reset),.out(out_de3)) ;
de de4 (.in(out_mu4),.clk(clk),.reset(reset),.out(out_de4)) ;
ad ad1 (.in1(in1_ad1),.in2(out_de1),.out(out_data)) ;
ad ad2 (.in1(in1_ad2),.in2(out_de2),.out(in_de5)) ;
ad ad3 (.in1(in1_ad3),.in2(out_de3),.out(in_de6)) ;
ad ad4 (.in1(0),.in2(out_de4),.out(in_de7)) ;
de de5 (.in(in_de5),.clk(clk),.reset(reset),.out(in1_ad1)) ;
de de6 (.in(in_de6),.clk(clk),.reset(reset),.out(in1_ad2)) ;
de de7 (.in(in_de7),.clk(clk),.reset(reset),.out(in1_ad3)) ;
endmodule
$ cat ./run.sh
#!/bin/bash
# OpenROAD 26Q1-2900-gdf79404cd8, Yosys 0.63+post, stock flow scripts
make -C /OpenROAD-flow-scripts/flow DESIGN_CONFIG=/design/flow/config.mk WORK_HOME=/design/flow/orfs finish
$ cat ./config.mk
export PLATFORM = sky130hd
export DESIGN_NAME = top
export DESIGN_NICKNAME = top
export VERILOG_FILES = /design/flow/design.v
export SDC_FILE = /design/flow/constraint.sdc
export NUM_CORES = 4
export LEC_CHECK = 1
export CORE_UTILIZATION = 30
$ cat ./constraint.sdc
current_design top

set clk_period 3.8
set clk_io_pct 0.2

create_clock -name clk0 -period $clk_period [get_ports {clk}]

set non_clock_inputs [all_inputs -no_clocks]
set_input_delay [expr $clk_period * $clk_io_pct] -clock clk0 $non_clock_inputs
set_output_delay [expr $clk_period * $clk_io_pct] -clock clk0 [all_outputs]
==> changes_impl.md <==
### Physical design

* Status: finished, final reports clean
* Met1 Usage GRT at between 15 and 20%
* Vias per std cell at 4.51
* Tcrit/Tclk final at slightly below 90%
* Clk buf depth at 2
* Post-Syn Area at about 1800 um2
* Root Buffer: clkbuf_8
* Syn avg cell area at around 9.6 um2
* Number of library cell types mapped by synthesis at 32
* M3 GR Usage at under 10%
* Final min period at 3300 ps
* Fp util at 31.6%
* Unrepaired setup endpoints after global routing: no
* Finished Layout Cells at between 200 and 300
* Yosys warns at 2
* Residual DRC at 0
* Overall Power at roughly 810 uW
* R2R Path End: de6.out[6]
* Total CTS buffers at 5
* Post-CTS sizing at 0
* CTS tree: yes
* Sequential element share of the synthesized area at a little over a third
* Tightest Hold Check Type: reg2reg
* WL/cell at approximately 10 um
* Primary FF master, synth: dfxtp_1
* DP Area at between 2000 and 2500 um2
* Flop-to-flop setup slack at between 1500 and 2000 ps
* OpenROAD warnings at 25
* Final instance area at 2100 um2
* Global-route wire length before repair at slightly above 5 mm
* Clk slew on worst S/H paths at around 60 ps
* Clk ins delay skew pair at 280 ps
* GRT Total Usage at 10.7%
* Max-slew violation count at 0
* Initial DRC Count at 50
* Vias in the first global route at ~1.2k
* Post-CTS Repair Setup Buffers at 0
* Crit Path Class: reg2out
* Capture point of the worst path: out_data[6]
* Largest net degree at the start of global routing at 23
* Setup TNS at 0 ps
* R2R cell count at 7
* Ys async rst share at 0%
* #FFs+latches synth at 32
* DP Wirelength at around 2.2 mm
* P_leak at roughly 0.00087 uW
* CP Cell Sequence: ha_1 -> inv_1 -> fa_1 -> nor2b_1 -> o21ai_1 -> a21boi_1 -> nor4_1 -> a311o_1 -> clkdlybuf4s50_1
* CTS Sinks at 32
* IO buf count at 17
* Cells after Synth at between 150 and 200
* Worst IR Drop VDD at 216 uV
* Reg-to-Reg Start: de4.out[0]
* H-Tree Depth at 2
* Placer Congestion at 0.806
* Max Cap Viol at 0
* Drt pass-1 iters at 4
* Die area at between 6000 and 7000 um2
* Initial antenna violation count at 0
* Worst slew pin tran at approximately 740 ps
* F_max at approximately 0.3 GHz
* Crit path launch type: flip-flop
* Max Clock Skew at a little under 3 ps
* Row cnt at 27
* Layout cells sized above 1 at under 10%
* Met2 GRT Util at between 10% and 20%
* GR Overflow Total at 0
* Critical path arrival at 2540 ps
* # fillers at between 500 and 600
* Pwr Density at approximately 380 nW/um2
* N_diodes at 0
* Total Routed Length at 2.90 mm
* Ys cells at around 180
* Setup crit start: de4.out[0]
* Routed Antenna Nets at 0
* Crit path required time at 3040 ps
* Core ar. at approximately 5600 um2
* EDFF count, synth at 0
* # hold bufs at CTS at 0
* Io pins at 18
* Die Y at 78.6 um
* CP Capture Type: output port
* Final Hold Violation Tally at 0
* DP Cell Count at around 270
* Critical Path Slowest Stage Cell: fa_1
* CP max FO at 4
* Via count at 1254
* YS chip area at ~1800 um2
* WHS at between 500 and 600 ps
* Rel. slew slack at approximately 51%
* Die Width at 78.6 um
* # setup viols final at 0
* Synth-to-Final Area Change at 19.5%
* Slowest stage delay, CP at 400 ps
* Grt peak-use layer: met2
==> kinds of logic after synthesis <==
family	Yosys count	share of synthesized area, %
and+or+nand+nor	67	21.2
DFF	32	36.4
xor gates and xnor gates	11	5.47
buffers and inverters	14	2.99
AOI/OAI and AO/OA	36	15.6
adders and majority gates	24	18.3
==> state kept, by name, summed over array words and instances, names as in the netlist <==
register and cells:
de4.out 8, de6.out 8, de7.out 8, de5.out 8
==> area by class of cell <==
cell class	instances	area, um2	area share (%)
Clock buffer	8	90.1	4.28
Timing Repair Buffer	18	178	8.45
Inverter	10	37.5	1.78
Sequential cell	32	641	30.5
Multi-Input combinational cell	138	1070	50.7
Tap cell	72	90.1	4.28
==> power breakdown <==
group	internal, uW	leakage (uW)	switching (uW)
Clock	148	0.0000455	117
Combinational	99.3	0.000561	70.9
Sequential	360	0.000265	12.4
Total	606	0.000871	200
==> layout by cell type, fill, tap and decap left out, types with 3 or more instances in the layout <==
| master | n |
|---|---|
| a211oi_1 | 3 |
| a211oi_2 | 4 |
| a21o_1 | 6 |
| a21oi_1 | 6 |
| clkbuf_8 | 6 |
| clkdlybuf4s50_1 | 17 |
| dfxtp_1 | 32 |
| fa_1 | 3 |
| ha_1 | 21 |
| inv_1 | 10 |
| nand2_1 | 4 |
| nand3_1 | 3 |
| nor2_1 | 14 |
| nor2b_1 | 22 |
| nor3_1 | 11 |
| nor3b_1 | 3 |
| nor4b_1 | 4 |
| o21a_1 | 4 |
| o21ai_1 | 3 |
| xnor2_1 | 9 |
==> layer usage <==
layer  up-vias  part of all wire (%)
li1        689                     -
met1       538                    54
met2        21                    40
met3         6                   3.9
met4         0                   2.1
met5         -                     0
==> per-stage QoR <==
| step | util, % | worst slack [ps] |
|---|---|---|
| after global routing | 37.7 | 279 |
| after global placement | 36.1 | 808 |
| after detailed placement | 36.1 | 797 |
| after CTS | 37.7 | 474 |
| after floorplan | - | 1360 |
| final | 37.7 | 498 |
==> worst max-delay path, delay by kind of cell, from the launching register on <==
family,cells,cell delay [ps]
AOI/OAI and AO/OA,3,640
adders and majority gates,2,610
buffers and inverters,2,450
DFF,1,370
and+or+nand+nor,2,200
==> cells in the mapped netlist, types with 3 or more instances <==
master	instances	area, um2
a21o_1	6	45.0
clkbuf_1	3	11.3
o21a_1	4	30.0
o21ai_1	3	15.0
nor2b_1	22	138
inv_1	10	37.5
a211oi_2	4	50.1
xnor2_1	9	78.8
a211oi_1	3	22.5
fa_1	3	60.1
nand3_1	3	15.0
a21oi_1	6	30.0
nor2_1	14	52.6
dfxtp_1	32	641
nor3b_1	3	22.5
nand2_1	4	15.0
nor4b_1	4	35.0
ha_1	21	263
nor3_1	11	55.1
==> worst min-delay path by stage <==
stage | slack, ps | startpoint | depth (start not counted) | end
after CTS | 510 | de4.out[0] | 1 | de7.out[0]
after global routing | 540 | de4.out[0] | 1 | de7.out[0]
final | 510 | de4.out[0] | 1 | de7.out[0]
Power figures rest on the tool's default switching activity, not on a simulated workload.
